## flow/run.sh

```bash
#!/bin/bash
# OpenROAD 26Q1-2900-gdf79404cd8, Yosys 0.63+post, stock flow scripts
make -C /OpenROAD-flow-scripts/flow DESIGN_CONFIG=/design/flow/config.mk WORK_HOME=/design/flow/orfs finish
```

## flow/config.mk

```make
export PLATFORM = sky130hd
export DESIGN_NAME = claendar
export DESIGN_NICKNAME = claendar
export VERILOG_FILES = /design/flow/design.v
export SDC_FILE = /design/flow/constraint.sdc
export NUM_CORES = 4
export LEC_CHECK = 1
export CORE_AREA = 10 10 105 105
export DIE_AREA = 0 0 115 115
```

## flow/constraint.sdc

```tcl
current_design claendar

set clk_period 3.1
set clk_io_pct 0.2

create_clock -name clk0 -period $clk_period [get_ports {clk}]

set non_clock_inputs [all_inputs -no_clocks]
set_input_delay [expr $clk_period * $clk_io_pct] -clock clk0 $non_clock_inputs
set_output_delay [expr $clk_period * $clk_io_pct] -clock clk0 [all_outputs]
```

## flow/design.v

```verilog
module claendar (clk,Less,Middle,Big,Day,Month,Year,sign_in,reset,set,Less_uart,Middle_uart,Big_uart,uart_sign);
input clk,Less,Middle,Big,sign_in,reset,set,uart_sign;
input [6:0]Less_uart,Middle_uart,Big_uart;
output reg [6:0]Year = 5'd24;
output reg [6:0]Day = 5'd3;
output reg [6:0]Month = 5'd3;
integer x=0;
wire sign2;
reg flag = 1'b0;
integer y = 0;
always@ (posedge clk)
begin
if (sign_in == 1'b1 && flag == 0)
begin
x <= 1'b1;
flag <= 1'b1;
end
else if (sign_in == 1'b1 && flag == 1) x <= 1'b0;
else if (sign_in == 1'b0 && flag == 1) flag <= 1'b0;
end
assign sign2 = x;
always@ (posedge clk)
begin
case (Month)
7'd1 : y = 1;
7'd2 : begin if (Year % 4 == 0)y = 2;else y=3; end
7'd3 : y = 1;
7'd4 : y = 4;
7'd5 : y = 1;
7'd6 : y = 4;
7'd7 : y = 1;
7'd8 : y = 1;
7'd9 : y = 4;
7'd10 : y = 1;
7'd11  : y = 4;
7'd12 : y = 1;
default y = 0;
endcase
end
always@(posedge clk,negedge reset)
begin
if (!reset)
begin
Year = 7'd24;
Day = 7'd3;
Month = 7'd3;
end
else if (set == 1 && uart_sign == 0)
begin
if (Less == 1'b1 && Middle == 1'b0 && Big == 1'b0)
begin
if (Day >= 30 && y==4) Day <= 1;
else if (Day >=31 && y==1) Day <= 1;
else if (Day >= 28 && y==3) Day <= 1;
else if (Day >= 29 && y==2) Day <= 1;
else Day <= Day + 1;
end
else if (Less == 1'b0 && Middle == 1'b1 && Big == 1'b0)
begin
if (Month >= 12)
begin
Month <= 7'd1;
end
else Month <= Month + 1;
end
else if (Less == 1'b0 && Middle ==1'b0 && Big == 1'b1) Year <= Year + 1;
end
else if (set == 1 && uart_sign == 1)
begin
Day <= Less_uart;
Month <= Middle_uart;
Year <= Big_uart;
end
else if (sign2 == 1)
begin
if (Day >= 30 && y==4) 
begin
Day <= 1;
Month <= Month + 1;
end
else if (Day >=31 && y==1) 
begin
Day <= 1;
Month <= Month +1;
end
else if (Day >= 28 && y==3)
begin
Day <= 1;
Month <= Month +1;
end
else if (Day >= 29 && y==2) 
begin
Day <= 1;
Month <= Month +1;
end
else if (Month >12)
begin
Year <= Year + 1;
Month <= 1'b1;
end
else Day <= Day + 1;
end
end
endmodule
```

==> impl_metrics.yaml <==
# generated from flow reports
status:
  outcome: "finished clean"
final_layout:
  flow.area_growth_from_synthesis_pct: 37.4
  final_layout_size_suffix_gt1_share_pct: 8.12
  final_util_pct: 28.5
  area.sequential_um2: 633
  final-comb-area_um2: 1090
  fillCellCount: 936
synth:
  synth-edff-count: 0
  syn_inst: 221
  yosysSeqAreaShare_pct: 34.9
  synth.yosys.chip_area_um2: 1820
  ys_ff: 26
  yosys_cells: 221
  ys_types: 52
  yosys_warnings: 1
  post_synthesis_cell_area_um2: 1820
  dominantRegCellSynth: "sky130_fd_sc_hd__dfrtp_1"
  avgSynthCellArea_um2: 8.21
  ys_async_sr_fraction_pct: 80.8
sta:
  worst_slew_pin_slew_ns: 0.672
  finalMaxSlewViolations: 0
  fin_crit_ns: 2.58
  clock_skews_ns: 0.00434
  finalClockPeriodUsage_pct: 83.1
  hold_viol_final: 0
  grt_setup_unrepaired: "false"
  max_slew_margin_pct: 54.7
  timing.fmax_mhz: 388
  final-setup-viol-count: 0
  fin_tns_setup_ns: 0
pwr:
  leakagePower_nw: 1.00
  power-per-cell-area_nw_per_um2: 798
  p_sw_share_pct: 40.8
  power_switching_mw: 0.812
  power.share.combinational_pct: 52.0
  pwr-share-seq_pct: 36.7
  intPower_mw: 1.18
  peakVddDrop_uv: 202
  p_clk_share_pct: 11.3
floorplanning:
  fp.dieH_um: 115
  core-area_um2: 8760
  die_wd_um: 115
  dieArea_um2: 13200
  core.rowCount: 34
  initial_utilization_pct: 20.7
  top_level_ports: 50
hold_path:
  min_path_cells: 1
  hold_start: "flag"
  min_to: "x[0]"
  timing.hold.worst.class: "flip-flop to flip-flop"
placement:
  dp.final_hpwl_um: 4430
  finalWeightedCongestion: 0.867
  numPortBuffers: 49
grt:
  antenna_found_initial: 0
  grt_use_met3_pct: 2.37
  grt_overflow: 0
  grt_pass1_wl_um: 9400
  grtUsageMet2_pct: 13.1
  grt.busiest_layer: "met2"
  grt_max_degree: 22
  groute.layer.met1.usage_pct: 12.2
  first_global_vias: 1786
  globalRouteTotalUtil_pct: 8.48
clocking:
  cts.hold.buffers_added: 0
  clkLatencyLatePin_ns: 0.27
  clockRootBuffer: "sky130_fd_sc_hd__clkbuf_8"
  cts-root-to-sink-buffers: 2
  tritoncts: "done"
  clk_transition_reported_paths_ns: 0.09
  cts_htree_levels: 1
  post_cts_resize_count: 0
  cts-buffers-inserted: 3
  cts_setup_buffers: 0
  clock-sinks: 26
setup_path:
  timing_worst_setup_path_type: "flip-flop to flip-flop"
  timing.critical_path.to_type: "flip-flop"
  worstReg2RegStart: "Day[1]"
  rrSetupSlack_ns: 0.52
  worstRegToRegCells: 8
  timing.critical_path.arrival_ns: 2.78
  worstPathRequired_ns: 3.30
  setup.worst_path.start_class: "flip-flop"
  critical_path_peak_fanout: 9
  critical_path.reg2reg.endpoint: "Year[1]"
detailed_routing:
  postRouteAntennaNets: 0
  antenna_diode_count: 0
  wire_per_inst_um: 15.0
  wl_um: 5680
  post_drt_via_cell_ratio: 4.92
  drc_violations_left: 0
  routed-via-count: 1864
  first_iter_violations: 154
  firstDrtPassIters: 4
job:
  stage_log_warnings: 31
  cap_violations: 0
[routing by layer]
metal	up-vias	share of wire, %
met5	-	0
met4	0	0.30
met3	2	6.9
met2	53	44
met1	883	49
li1	926	-
[cell type report]
class                      count  area share [%]
tap                          108            5.42
timing repair buffer          55            21.5
sequential                    26            25.4
multi-input combinational    173            43.6
inverter                      13            1.96
clock buffer                   4            2.21
[cell families (layout without fill, tap and decap cells)]
logic type	after synthesis	after routing	share of synthesized area (%)
simple gates	85	85	23.6
compound gates	76	76	28.4
flops	26	26	34.9
buf+inv	22	72	5.31
fa+ha+maj	9	9	6.20
mux	2	2	1.10
xor+xnor	1	1	0.483
[critical path, stage by stage, from the launching register on]
cell,delay [ns]
sky130_fd_sc_hd__dfstp_2,0.64
sky130_fd_sc_hd__inv_1,0.06
sky130_fd_sc_hd__ha_1,0.18
sky130_fd_sc_hd__nor4_2,0.24
sky130_fd_sc_hd__o22ai_2,0.14
sky130_fd_sc_hd__a211oi_2,0.41
sky130_fd_sc_hd__a31o_1,0.31
sky130_fd_sc_hd__and2_1,0.32
sky130_fd_sc_hd__mux2i_1,0.21
[state kept, by name, indices dropped and copies added, names as in the netlist]
register	count
Day	7
Month	7
Year	7
flag	1
x	1
y	3
[cells in the mapped netlist (2+ instances only)]
cell	count	share of area, %
sky130_fd_sc_hd__mux2i_1	2	1.1
sky130_fd_sc_hd__a21oi_1	22	6.1
sky130_fd_sc_hd__buf_2	2	0.55
sky130_fd_sc_hd__o211ai_1	3	1.2
sky130_fd_sc_hd__a32oi_1	3	1.4
sky130_fd_sc_hd__dfrtp_1	15	21
sky130_fd_sc_hd__nor4_1	2	0.69
sky130_fd_sc_hd__dfstp_2	6	8.7
sky130_fd_sc_hd__o22ai_1	2	0.69
sky130_fd_sc_hd__nand2_1	21	4.3
sky130_fd_sc_hd__nand3_1	15	4.1
sky130_fd_sc_hd__dfxtp_1	5	5.5
sky130_fd_sc_hd__ha_1	9	6.2
sky130_fd_sc_hd__o21bai_1	2	0.83
sky130_fd_sc_hd__nor2b_1	2	0.69
sky130_fd_sc_hd__and2_1	3	1.0
sky130_fd_sc_hd__nor3_1	10	2.8
sky130_fd_sc_hd__o2bb2ai_1	3	1.4
sky130_fd_sc_hd__nor2_1	16	3.3
sky130_fd_sc_hd__o21ai_0	14	3.9
sky130_fd_sc_hd__o31ai_1	3	1.2
sky130_fd_sc_hd__clkbuf_1	5	1.0
sky130_fd_sc_hd__inv_1	13	2.7
sky130_fd_sc_hd__o211a_1	2	1.1
sky130_fd_sc_hd__nor3b_1	4	1.7
sky130_fd_sc_hd__a22oi_1	5	2.1
sky130_fd_sc_hd__a21o_1	2	0.83
sky130_fd_sc_hd__or3_1	4	1.4
sky130_fd_sc_hd__a22o_1	3	1.4
[worst max-delay path by stage]
stage,from,cells past startpoint,slack [ns],end
after CTS,Day[1],8,0.53,Year[1]
after global routing,Day[1],9,0.35,Day[4]
final,Day[1],8,0.52,Year[1]
[power groups by stage]
stage         clock (mW)  sequential (mW)  combinational, mW
CTS                0.237            0.731               1.05
global route       0.245            0.767               1.17
finish             0.224            0.731               1.04
[metrics by stage]
stage	hold slack, ns	area [µm²]	setup slack [ns]	std cells	power (mW)
after floorplan	0.324	1820	0.851	221	1.29
after global placement	0.386	2440	0.453	375	1.77
after detailed placement	0.392	2440	0.420	375	1.78
final	0.405	2490	0.524	379	1.99
after global routing	0.451	2490	0.345	379	2.19
after CTS	0.406	2490	0.532	379	2.02
[cells in the final DEF, fill, tap and decap left out, types with 6 or more instances in the layout]
master and instances:
sky130_fd_sc_hd__nor3_1 10, sky130_fd_sc_hd__inv_1 13, sky130_fd_sc_hd__dfrtp_1 15, sky130_fd_sc_hd__nand2_1 21
sky130_fd_sc_hd__dfstp_2 6, sky130_fd_sc_hd__o21ai_0 14, sky130_fd_sc_hd__buf_4 6, sky130_fd_sc_hd__clkdlybuf4s50_1 49
sky130_fd_sc_hd__ha_1 9, sky130_fd_sc_hd__nand3_1 15, sky130_fd_sc_hd__nor2_1 16, sky130_fd_sc_hd__a21oi_1 22
Power and IR drop assume default switching activity.
