==> flow/design.v <==
module receive (
input uart,
input clk,
output reg [6:0]Less,
output reg [6:0]Middle,
output reg [6:0]Big
);
reg [47:0]led_out;
reg uart_d;  
integer x = 1'b 0;
reg clk_2 = 1'b0; 
integer cnt = 1'b0; 
reg flag = 1'b0;
always@ (posedge clk)  
begin
if (x == 2604)  
begin
x <= 1'b0;
clk_2 <= 1'b1;
end
else 
begin
x <= x + 1;
clk_2 <= 1'b0;
end 
end 
always@ (posedge clk_2)  
begin
uart_d <= uart;
if (uart_d == 1'b1 && uart == 1'b0)
begin 
flag <= 1'b1;
end 
else flag <= 1'b0;
if (flag==1'b1 && cnt == 1'b0)
begin
cnt <= cnt + 1;
end
else if (cnt >= 119) cnt <= 1'b0;
else if (cnt != 0 && cnt <= 118) cnt <= cnt + 1;
end
reg flag2 = 1'b0; 
always@ (cnt)
begin
case (cnt)
0 : flag2 <= 1'b0;  
2 : led_out[47] <= uart;
4 : led_out[46] <= uart;
6 : led_out[45] <= uart;
8 : led_out[44] <= uart;
10 : led_out[43] <= uart;
12 : led_out[42] <= uart;
14 : led_out[41] <= uart;
16 : led_out[40] <= uart;
22 : led_out[39] <= uart;
24 : led_out[38] <= uart;
26 : led_out[37] <= uart;
28 : led_out[36] <= uart;
30 : led_out[35] <= uart;
32 : led_out[34] <= uart;
34 : led_out[33] <= uart;
36 : led_out[32] <= uart;
42 : led_out[31] <= uart;
44 : led_out[30] <= uart;
46 : led_out[29] <= uart;
48 : led_out[28] <= uart;
50 : led_out[27] <= uart;
52 : led_out[26] <= uart;
54 : led_out[25] <= uart;
56 : led_out[24] <= uart;
62 : led_out[23] <= uart;
64 : led_out[22] <= uart;
66 : led_out[21] <= uart;
68 : led_out[20] <= uart;
70 : led_out[19] <= uart;
72 : led_out[18] <= uart;
74 : led_out[17] <= uart;
76 : led_out[16] <= uart;
82 : led_out[15] <= uart;
84 : led_out[14] <= uart;
86 : led_out[13] <= uart;
88 : led_out[12] <= uart;
90 : led_out[11] <= uart;
92 : led_out[10] <= uart;
94 : led_out[9] <= uart;
96 : led_out[8] <= uart;
102 : led_out[7] <= uart;
104 : led_out[6] <= uart;
106 : led_out[5] <= uart;
108 : led_out[4] <= uart;
110 : led_out[3] <= uart;
112 : led_out[2] <= uart;
114 : led_out[1] <= uart;
116 : led_out[0] <= uart;
117 : flag2 <= 1'b1;
default ;
endcase;
end
always@ (posedge flag2)
begin
Big <= {led_out[44],led_out[45],led_out[46],led_out[47]}*10 + {led_out[36],led_out[37],led_out[38],led_out[39]};
Middle <= {led_out[28],led_out[29],led_out[30],led_out[31]}*10 + {led_out[20],led_out[21],led_out[22],led_out[23]};
Less <= {led_out[12],led_out[13],led_out[14],led_out[15]}*10 + {led_out[4],led_out[5],led_out[6],led_out[7]};
end
endmodule 
==> flow/run.sh <==
#!/bin/bash
# OpenROAD 26Q1-2900-gdf79404cd8, Yosys 0.63+post, stock flow scripts
make -C /OpenROAD-flow-scripts/flow DESIGN_CONFIG=/design/flow/config.mk WORK_HOME=/design/flow/orfs finish
==> flow/config.mk <==
export PLATFORM = sky130hd
export DESIGN_NAME = receive
export DESIGN_NICKNAME = receive
export VERILOG_FILES = /design/flow/design.v
export SDC_FILE = /design/flow/constraint.sdc
export NUM_CORES = 4
export LEC_CHECK = 1
export CORE_UTILIZATION = 50
==> flow/constraint.sdc <==
current_design receive

set clk_period 7.6
set clk_io_pct 0.2

create_clock -name clk0 -period $clk_period [get_ports {clk}]

set non_clock_inputs [all_inputs -no_clocks]
set_input_delay [expr $clk_period * $clk_io_pct] -clock clk0 $non_clock_inputs
set_output_delay [expr $clk_period * $clk_io_pct] -clock clk0 [all_outputs]
==> run notes <==
Flow results.

- The flow ran to the end, and the final reports show no timing, DRC or antenna violations.
- The critical path's slowest cell is nor4_1.
- The number of instances resized during post-cts repair is 0.
- TritonCTS built the clock tree.
- Max fanout on the critical path was recorded as 10.
- Per the OpenROAD power report, leakage power amounts to 2.01 nW.
- The wire length reported by the detailed router is 8630 um.
- The total of hold buffers inserted after clock tree synthesis is 0.
- The number of antenna violations at the first check in global routing is 0.
- For the worst flop-to-flop path, the logic depth is 4.
- The level count of the clock H-tree is 2.
- The most common cell after layout, fill and taps aside is dfxtp_1.
- The worst path meets setup with 5.63 ns of slack.
- The kind of end point of the critical path is a flip-flop.
- The uppermost metal layer occupied by signal nets is met4.
- Hold is met by 0.476 ns.
- The layout cell share with drive strength beyond 1 is 0.0452.
- Setup repair after global routing left no endpoint under its margin.
- The total length of routed met3 wires is 215 um.
- The die is 103 um tall.
- The number of distinct library cells after synthesis is 44.
- The sum of net half-perimeters after detailed placement is 6370 um.
- The highest clock rate this design can be run at is 509 MHz.
- The total core area is 9820 um^2.
- Data on the critical path is required at its endpoint by 7.76 ns.
- After routing, the total negative slack on setup checks comes to 0 ns.
- The combinational share of power is 0.127.
- The final timing report counts setup violations totalling 0.
- The count of synthesis-stage warnings from yosys is 1.
- The detailed-routing wirelength on met1 is 4380 um.
- Per the timing report, the most critical flop-to-flop path finishes at x[14].
- The launch point of the worst hold path is x[31].
- The cell count after synthesis is 514.
- The number of nets with antenna violations after detailed routing is 0.
- The switching power total is 84.8 uW.
- The synthesis area per yosys is 5110 um^2.
- The weighted congestion at the end of routability-driven global placement is 0.861.
- The area of the die is 10,600 um^2.
- The total tool warning count is 29.
- Of the total power, the clock network draws 0.374.
- The worst IR drop on VDD is 0.127 mV.
- The worst register-to-register path has a setup slack of 5.63 ns.
- The final max-slew violation count recorded for this run is 0.
- The cell count in the Yosys report is 514.
- The number of flip-flops and latches in the synthesized netlist is 113.
- The power per standard cell area is 67.9 nW/um^2.
- Entering global routing, the biggest net connects 35 pins.
- The starting density of the core is 0.520.
- The sequential group share of total power is 0.499.
- Detailed-route iteration 0 reported a violation count of 192.
- Cell internal power was estimated by the tool at 291 uW.
- For the worst-skew pair, the clock arrives at the later sink with an insertion delay of 0.28 ns.
- The DRC violations left is 0.
- The smallest clock period supported by the final layout is computed as 1.97 ns.
- The path class of the lowest-slack min-delay path is reg -> reg.
- In the layout the commonest cells are dfxtp_1, xnor2_1, nand3_1.
- The timer found 80 register pins that no clock reaches; their paths are not timed.
- Looking at the hold checks, the worst path lands on x[31].
- 133 endpoints have no timing constraint.
- TritonRoute output was used to compute an average wire per cell of 13.0 um.
- Traced cell by cell, the critical path runs through nand4_1 -> nor4_1 -> nand3_1 -> xnor2_1.
- The via count normalized by instance count is 5.37.
- After detailed routing, the met2 layer carries 4020 um of wire.
- The number of cells on the worst hold path is listed as 1.
- The floorplan die width is 103 um.
- The worst setup path is launched from a flip-flop.
- The count of maximum capacitance violations is 0.
- For reference, the most critical setup path is categorized as reg -> reg.
- Headroom to the max-slew limit came out at 0.441.
- The clock slew at the register clock pins of the worst setup and hold paths is 0.06 ns.
- In this run, placement finished with an instance count of 656.
- In the routed netlist, the antenna diode instances number 0.
- The cell area after synthesis is 5110 um^2.
- The overall via count from detail_route is 3,566.
- The setup slack at placement is 5.70 ns.
- The average cell area after synthesis is 9.94 um^2.
- For the pin with the worst max-slew slack, the measured transition is 0.831 ns.
- The final hold violation count recorded for this run is 0.
- The switching portion of total power comes to 0.226.
- The floorplan has 36 rows.
- Leaving out filler cells and counting taps, the final layout contains 664.
- The count of input and output buffers is 22.
- At the worst endpoint, the arrival time is 2.13 ns.
- The peak per-stage delay on the critical path is 0.73 ns.
- The wire length of the first global-routing pass is 15,200 um.
- For this run the aggregate overflow at the end of global routing stands at 0.
- The cell at the root of the clock tree is clkbuf_8.
- For this run, the total global-route usage over all layers was measured as 0.186.
- The first TritonRoute pass finished after 5 iterations.
- The area growth from synthesis to layout is 8.33%.
- Counting the buffers created by CTS gives 5.
- The finished layout reports a core utilization of 0.563.
- Per the CTS log, the buffer count on the longest clock path is 2.
- In this run the post-CTS setup repair buffer count came out at 0.
- The number of global-route vias before repair came to 3,334.
- The clock arrives with 0.00657 ns of skew.
- The startpoint of the worst-slack reg-to-reg timing path is x[2].
- For this design the top-level I/O count stands at 23.
- The portion of the clock cycle consumed by the worst path in the final layout is 0.259.
worst max-delay path by stage:
stage | slack [ns] | cells past startpoint | endpoint | start
CTS | 5.68 | 4 | x[14] | x[2]
finish | 5.63 | 4 | x[14] | x[2]
global route | 5.46 | 4 | x[14] | x[2]
synthesized netlist by cell type, drive strengths merged:
library cell | n | area share
or3 | 6 | 0.0074
and4 | 6 | 0.010
and2 | 7 | 0.0086
o22ai | 2 | 0.0024
dfxtp | 56 | 0.22
xnor2 | 47 | 0.081
nand2 | 26 | 0.021
xor2 | 9 | 0.015
nor2 | 34 | 0.025
edfxtp | 32 | 0.19
o31ai | 10 | 0.015
nor4b | 2 | 0.0047
buf | 11 | 0.014
clkbuf | 8 | 0.0078
a31oi | 3 | 0.0037
dlxtn | 25 | 0.073
nand4 | 25 | 0.032
fa | 6 | 0.024
a21o | 4 | 0.0059
inv | 25 | 0.018
nor3 | 10 | 0.0098
o21ai | 12 | 0.012
nor4 | 22 | 0.028
nand4b | 1 | 0.0017
a21oi | 21 | 0.021
nor2b | 10 | 0.012
nand2b | 1 | 0.0012
o31a | 1 | 0.0017
or2 | 2 | 0.0024
or4 | 11 | 0.017
nand3 | 47 | 0.048
nor3b | 2 | 0.0029
and3 | 6 | 0.0074
ha | 24 | 0.059
layer usage:
layer  global-route usage  vias up
met1                0.308     1638
met4              0.00867        0
met5                    0        -
met2                0.293       46
met3               0.0221        2
li1                     -     1880
cell families after synthesis:
| family | synth area share |
|---|---|
| AND/OR/NAND/NOR | 0.239 |
| flip-flops | 0.408 |
| XOR/XNOR | 0.0960 |
| AND-OR/OR-AND | 0.0608 |
| buffers and inverters | 0.0407 |
| adder cells (fa/ha/maj) | 0.0823 |
| latches | 0.0735 |
critical path, delay by kind of cell (launching register included):
| family | cells | cell delay [ns] |
|---|---|---|
| flops | 1 | 0.42 |
| simple gates | 3 | 1.28 |
| xor+xnor | 1 | 0.15 |
area by class of cell:
class	count	area, um^2
inverter	25	93.8
sequential	113	2460
timing repair buffer	28	265
multi-input combinational	357	2450
tap	133	166
clock buffer	7	96.3
clock inverter	1	5.00
fill	881	4290
registers in the layout, summed over array words and instances (netlist names):
name,count
led_out,24
Big,7
Middle,7
cnt,32
Less,7
flag2,1
clk_2,1
x,32
flag,1
uart_d,1
stage by stage:
step	power (mW)	cell area [um^2]
floorplan	0.231	5110
global placement	0.239	5430
detailed placement	0.240	5430
CTS	0.381	5530
global route	0.397	5530
finish	0.375	5530
power by group through the flow:
stage	clock network, mW	registers (mW)	logic, mW
6_report	0.140	0.187	0.0478
5_1_grt	0.153	0.188	0.0564
4_1_cts	0.144	0.187	0.0490
Power and IR drop assume default switching activity.
