File: /design/flow/run.sh
#!/bin/bash
# OpenROAD 26Q1-2900-gdf79404cd8, Yosys 0.63+post, stock flow scripts
make -C /OpenROAD-flow-scripts/flow DESIGN_CONFIG=/design/flow/config.mk WORK_HOME=/design/flow/orfs finish
File: /design/flow/config.mk
export PLATFORM = sky130hd
export DESIGN_NAME = music
export DESIGN_NICKNAME = music
export VERILOG_FILES = /design/flow/design.v
export SDC_FILE = /design/flow/constraint.sdc
export NUM_CORES = 4
export LEC_CHECK = 1
export CORE_UTILIZATION = 50
File: /design/flow/constraint.sdc
current_design music

set clk_period 6.0
set clk_io_pct 0.2

create_clock -name clk0 -period $clk_period [get_ports {clk}]

set non_clock_inputs [all_inputs -no_clocks]
set_input_delay [expr $clk_period * $clk_io_pct] -clock clk0 $non_clock_inputs
set_output_delay [expr $clk_period * $clk_io_pct] -clock clk0 [all_outputs]
File: /design/flow/design.v
module music (
  input key,
  input clk,
  output reg beep
);
  parameter C4 = 262;
  parameter D4 = 294;
  parameter E4 = 330;
  parameter F4 = 349;
  parameter G4 = 392;
  parameter A4 = 440;
  parameter B4 = 494;
  parameter C5 = 523;
  parameter D5 = 587;
  parameter E5 = 659;
  parameter F5 = 698;
  parameter G5 = 784;
  parameter A5 = 880;
  parameter B5 = 988;
  parameter C6 = 1047;
  parameter D6 = 1175;
  parameter E6 = 1319;
  parameter F6 = 1397;
  parameter G6 = 1568;
  parameter A6 = 1760;
  parameter B6 = 1976;
  parameter C7 = 2093;
  parameter D7 = 2349;
  parameter E7 = 2637;
  parameter F7 = 2794;
  parameter G7 = 3136;
  parameter A7 = 3520;
  parameter B7 = 3951;
  parameter D8 = 4699;
  parameter E8 = 5274;
  parameter C8 = 4186;
  parameter F8 = 5588;
  parameter R = 0;
  parameter WHOLE = 50000000 / 4;
  parameter HALF = WHOLE / 2;
  parameter QUARTER = HALF / 2;
  parameter EIGHTH = QUARTER / 2;
  parameter SIXTEENTH = EIGHTH / 2;
  parameter THIRTYSECOND = SIXTEENTH / 2;
  reg [31:0] clk2 = 32'h00000000;
  reg quarter = 1'b0;
  integer counter2 = 0;
  integer count1,count2,count3,count4,count5,count6,count7,count8,count9,count10,count11,count12,count13,count14,count15,count16,count17,count18,count19,count20,count21,count0,count22,count23,count24,count25,count26,count27,count28,count29,count30,count31;
  always@ (posedge clk)  
	begin
		if (count0 == 25000000/C4-1) begin clk2[0] <= ~clk2[0]; count0 = 14'b0;end
		else count0 = count0+ 1'b1;
	end
	always@ (posedge clk)  
	begin
		if (count1 == 25000000/D4-1)  begin clk2[1] <= ~clk2[1]; count1= 1'b0;end
		else count1 = count1 + 1;
	end
	always@ (posedge clk)  
	begin
		if (count2 == 25000000/E4-1) begin clk2[2] <= ~clk2[2]; count2 = 1'b0;end
		else count2 = count2 + 1;
	end
	always@ (posedge clk)  
	begin
		if (count3 == 25000000/F4-1) begin clk2[3] <= ~clk2[3]; count3 = 1'b0;end
		else count3 = count3 + 1;
	end
	always@ (posedge clk)  
	begin
		if (count4 == 25000000/G4-1) begin clk2[4] <= ~clk2[4]; count4 = 1'b0;end
		else count4 = count4 + 1;
	end
	always@ (posedge clk)  
	begin
		if (count5 == 25000000/A4-1) begin clk2[5] <= ~clk2[5]; count5 = 1'b0;end
		else count5 = count5 + 1;
	end
	always@ (posedge clk)  
	begin
		if (count6 == 25000000/B4-1) begin clk2[6] <= ~clk2[6]; count6 = 1'b0;end
		else count6 = count6 + 1;
	end
	always@ (posedge clk)  
	begin
		if (count7 == 25000000/C5-1) begin clk2[7] <= ~clk2[7]; count7 = 1'b0;end
		else count7 = count7 + 1;
	end
	always@ (posedge clk)  
	begin
		if (count8 == 25000000/D5-1) begin clk2[8] <= ~clk2[8]; count8 = 1'b0;end
		else count8 = count8 + 1;
	end
	always@ (posedge clk)  
	begin
		if (count9 == 25000000/E5-1) begin clk2[9] <= ~clk2[9]; count9 = 1'b0;end
		else count9 = count9 + 1;
	end
	always@ (posedge clk)  
	begin
		if (count10 == 25000000/F5-1) begin clk2[10] <= ~clk2[10]; count10 = 1'b0;end
		else count10 = count10 + 1;
	end
	always@ (posedge clk)  
	begin
		if (count11 == 25000000/G5-1) begin clk2[11] <= ~clk2[11]; count11 = 1'b0;end
		else count11 = count11 + 1;
	end
	always@ (posedge clk)  
	begin
		if (count12 == 25000000/A5-1)  begin clk2[12] <= ~clk2[12]; count12 = 1'b0;end
		else count12= count12 + 1;
	end
	always@ (posedge clk)  
	begin
		if (count13 == 25000000/B5-1) begin clk2[13] <= ~clk2[13]; count13 = 1'b0;end
		else count13 = count13 + 1;
	end
	always@ (posedge clk)  
	begin
		if (count14 == 25000000/C6-1) begin clk2[14] <= ~clk2[14]; count14 = 1'b0;end
		else count14 = count14 + 1;
	end
	always@ (posedge clk)  
	begin
		if (count15 == 25000000/D6-1) begin clk2[15] <= ~clk2[15]; count15 = 1'b0;end
		else count15 = count15 + 1;
	end
	always@ (posedge clk)  
	begin
		if (count16 == 25000000/E6-1) begin clk2[16] <= ~clk2[16]; count16 = 1'b0;end
		else count16 = count16 + 1;
	end
	always@ (posedge clk)  
	begin
		if (count17 == 25000000/F6-1) begin clk2[17] <= ~clk2[17]; count17 = 1'b0;end
		else count17 = count17 + 1;
	end
	always@ (posedge clk)  
	begin
		if (count18 == 25000000/G6-1) begin clk2[18] <= ~clk2[18]; count18 = 1'b0;end
		else count18 = count18 + 1;
	end
	always@ (posedge clk)  
	begin
		if (count19 == 25000000/A6-1) begin clk2[19] <= ~clk2[19]; count19 = 1'b0;end
		else count19 = count19 + 1;
	end
	always@ (posedge clk)  
	begin
		if (count20 == 25000000/B6-1) begin clk2[20] <= ~clk2[20]; count20 = 1'b0;end
		else count20 = count20 + 1;
	end
	always@ (posedge clk)  
	begin
		if (count21 == 25000000/C7-1) begin clk2[21] <= ~clk2[21]; count21 = 1'b0;end
		else count21 = count21 + 1;
	end
	always@ (posedge clk)  
	begin
		if (count22 == 25000000/D7-1) begin clk2[22] <= ~clk2[22]; count22 = 1'b0;end
		else count22 = count22 + 1;
	end
	always@ (posedge clk)  
	begin
		if (count23 == 25000000/E7-1) begin clk2[23] <= ~clk2[23]; count23 = 1'b0;end
		else count23 = count23 + 1;
	end
	always@ (posedge clk)  
	begin
		if (count24 == 25000000/F7-1) begin clk2[24] <= ~clk2[24]; count24 = 1'b0;end
		else count24 = count24 + 1;
	end
	always@ (posedge clk)  
	begin
		if (count25 == 25000000/G7-1) begin clk2[25] <= ~clk2[25]; count25 = 1'b0;end
		else count25 = count25 + 1;
	end
	always@ (posedge clk)  
	begin
		if (count26 == 25000000/A7-1) begin clk2[26] <= ~clk2[26]; count26 = 1'b0;end
		else count26 = count26 + 1;
	end
	always@ (posedge clk)  
	begin
		if (count27 == 25000000/B7-1) begin clk2[27] <= ~clk2[27]; count27 = 1'b0;end
		else count27 = count27 + 1;
	end
	always@ (posedge clk)  
	begin
		if (count28 == 25000000/D8-1) begin clk2[28] <= ~clk2[28]; count28 = 1'b0;end
		else count28 = count28 + 1;
	end
	always@ (posedge clk)  
	begin
		if (count29 == 25000000/E8-1) begin clk2[29] <= ~clk2[29]; count29 = 1'b0;end
		else count29 = count29 + 1;
	end
	always@ (posedge clk)  
	begin
		if (count30 == 25000000/C8-1) begin clk2[30] <= ~clk2[30]; count30 = 1'b0;end
		else count30 = count30 + 1;
	end
	always@ (posedge clk)  
	begin
		if (count31 == 25000000/F8-1) begin clk2[31] <= ~clk2[31]; count31 = 1'b0;end
		else count31 = count31 + 1;
	end
  always@ (posedge clk)  
	begin 
		if (counter2 == 27472528)   
			begin
				counter2 = 0;
				quarter = 1'b1;
			end
		else
			begin
				counter2 = counter2 + 1;
				quarter = 1'b0;
			end
	end
  integer flag = 97;
	always@ (posedge quarter)
		begin
			if (flag <= 0)  flag <= 97;
			else if (key == 1'b0) flag <= 97;
			else flag <= flag - 1;
		end
	always@ (posedge clk)
		begin
		if(key == 1'b1)begin
			case (flag)
				96 : beep <= clk2 [9];
				95 : beep <= clk2[11];
				94 : beep <= clk2[14];
				93 : beep <= clk2[16];
				92 : beep <= clk2[16];
				91 : beep <= clk2[16];
				90 : beep <= clk2[16];
				89 : beep <= clk2[17];
				88 : beep <= clk2[15];
				87 : beep <= clk2[15];
				86 : beep <= clk2[15];
				85 : beep <= clk2[15];
				84 : beep <= 0;
				83 : beep <= clk2[15];
				82 : beep <= clk2[15];
				81 : beep <= clk2[18];
				80 : beep <= clk2[13];
				79 : beep <= clk2[14];
				78 : beep <= clk2[14];
				77 : beep <= clk2[14];
				76 : beep <= clk2[14];
				75 : beep <= clk2[16];
				74 : beep <= clk2[17];
				73 : beep <= clk2[18];
				72 : beep <= clk2[14];
				71 : beep <= clk2[14];
				70 : beep <= clk2[14];
				69 : beep <= clk2[15];
				68 : beep <= clk2[15];
				67 : beep <= clk2[16];
				66 : beep <= clk2[16];
				65 : beep <= clk2[16];
				64 : beep <= clk2[16];
				63 : beep <= clk2[9];
				62 : beep <= clk2[11];
				61 : beep <= clk2[14];
				60 : beep <= clk2[16];
				59 : beep <= clk2[16];
				58 : beep <= clk2[16];
				57 : beep <= clk2[16];
				56 : beep <= clk2[17];
				55 : beep <= clk2[15];
				54 : beep <= clk2[15];
				53 : beep <= clk2[15];
				52 : beep <= clk2[15];
				51 : beep <= clk2[15];
				50 : beep <= clk2[15];
				49 : beep <= clk2[18];
				48 : beep <= clk2[13];
				47 : beep <= clk2[14];
				46 : beep <= clk2[14];
				45 : beep <= clk2[14];
				44 : beep <= clk2[14];
				43 : beep <= clk2[16];
				42 : beep <= clk2[17];
				41 : beep <= clk2[18];
				40 : beep <= clk2[14];
				39 : beep <= clk2[14];
				38 : beep <= clk2[14];
				37 : beep <= clk2[15];
				36 : beep <= clk2[15];
				35 : beep <= clk2[14];
				34 : beep <= clk2[14];
				33 : beep <= clk2[8];
				32 : beep <= clk2[10];
				31 : beep <= clk2[9];
				30 : beep <= clk2[9];
				29 : beep <= clk2[10];
				28 : beep <= clk2[11];
				27 : beep <= clk2[11];
				26 : beep <= clk2[11];
				25 : beep <= clk2[11];
				24 : beep <= clk2[11];
				23 : beep <= clk2[11];
				22 : beep <= clk2[12];
				21 : beep <= clk2[13];
				20 : beep <= clk2[14];
				19 : beep <= clk2[14];
				18 : beep <= clk2[14];
				17 : beep <= clk2[14];
				16 : beep <= clk2[14];  
				15 : beep <= clk2[14];
				14 : beep <= clk2[13];
				13 : beep <= clk2[15];
				12 : beep <= clk2[12];
				11 : beep <= clk2[12];
				10 : beep <= clk2[11];
				9  : beep <= clk2[11];
				8  : beep <= clk2[15];
				7  : beep <= clk2[15];
				6  : beep <= clk2[14];
				5  : beep <= clk2[16];
				4  : beep <= clk2[16];
				3  : beep <= clk2[16];
				2  : beep <= clk2[16];
				1  : beep <= clk2[16];
				0  : beep <= clk2[16];
				default;
				endcase 
		end
		end
  endmodule 
==> run notes <==
The implementation run finished. The run finished with clean final reports. Proportion of netlist area held by the largest area contributor landed at 0.459. Looking at the hold checks, the worst path lands on count15[31]. After clock tree synthesis, the setup repair step added 0 buffers. Max-slew check failures listed in the final report amount to 0.

For this block, the routed nets add up to 31100 um of wire. Utilization of the core after routing landed at 0.566. Final hold analysis gives a worst-case slack of 0.454 ns. The setup path with the least slack is of type flop to primary output. Count of cells along the worst hold path landed at 1.

Per the CTS log, the maximum H-tree level is 2. OpenROAD warning count landed at 38. The leakage component of the power was reported as 7.37 nW.

Dividing the final minimum period by the clock period gives 0.419. In this run the layout overhead on the synthesized area is reported as 10.9%. The kind of cell with the highest combined delay along the critical path is buffers and inverters. The main area contributors are sky130_fd_sc_hd__dfxtp_1 46%, sky130_fd_sc_hd__xnor2_1 12%, sky130_fd_sc_hd__xor2_1 6.7%. STA reports a reg2reg setup slack of 3.63 ns. Post-synth design cell area landed at 18200 um^2. Looking at the critical path, the single cell with the biggest stage delay is sky130_fd_sc_hd__clkdlybuf4s50_1. The placement summary gives the final routability congestion estimate as 0.933.

Count of endpoints failing setup in the final report landed at 0. For the worst min-delay path, the startpoint reported by OpenROAD is count15[31]. Initial standard-cell utilization of the core landed at 0.510. Height of the die landed at 193 um. Data arrives at the worst endpoint at 1.31 ns. The number of global-route vias before repair was 11.8k. Power density over the cells landed at 261 nW/um^2. Remaining routing DRC violations landed at 0. The min-delay analysis places its worst path in the category flop to flop. Total congestion overflow after global routing landed at 0. Setup repair after global routing left no endpoint under its margin. The total area inside the core boundary comes to 35700 um^2. Horizontal die dimension landed at 193 um. Yosys-reported design area after synthesis landed at 18200 um^2. In this build the clock could be raised as far as 0.398 GHz. Averaged over all synthesized cells, the footprint is 9.31 um^2. Counting I/O delays and the setup requirement, the final critical path takes 2.51 ns. Post-synthesis sequential element count landed at 429. CTS placed an instance of sky130_fd_sc_hd__clkbuf_16 at the clock tree root. In the Yosys report the total cell count is 1954. TritonCTS built the clock tree. Fill cells in the final layout number 3046. The number of antenna diodes in the final layout is 0.

Instance tally after logic synthesis landed at 1954. After routing the design area is 20200 um^2. Largest net degree at the start of global routing landed at 33.

In the final routed layout, each cell accounts on average for 12.6 um. CTS clock-pin slew for the worst setup and hold paths landed at 0.06 ns. The worst setup path is captured at a primary output. Buffer levels on the longest clock path landed at 3. Total cell area at the placement stage landed at 18800 um^2. Die area landed at 37100 um^2. Along the critical path, the tally of buffer and inverter instances is 1.

Largest stage delay on the critical path landed at 0.45 ns. For this run, the leading register cell type out of synthesis is sky130_fd_sc_hd__dfxtp_1. As reported, the later end of the worst-skew pair has a clock insertion delay of 0.55 ns. The worst setup path is launched from a flop. For this run, the total global-route usage over all layers was measured as 0.179.

In this run the critical register-to-register path is captured at count10[26]. Maximum fanout along the worst path landed at 1. Setup skew after layout landed at 0.0127 ns. 32 endpoints have no timing constraint. For the pin with the worst max-slew slack, the measured transition is 0.852 ns. Violation count after the first detailed-route iteration landed at 557.

Count of boundary I/O pins landed at 3. Number of flops mapped to enable cells by yosys landed at 12. Tally of yosys warning messages landed at 1.

After synthesis, the netlist uses 53 different library cells. sky130_fd_sc_hd__dfxtp_1 takes more of the synthesized area than any other cell. Floorplan row count landed at 69. The detail route stage leaves a number of antenna-violating nets equal to 0. Data required time at the worst endpoint landed at 4.80 ns.

Overall power consumption after layout is estimated at 5.26 mW. Summed negative setup slack over all endpoints landed at 0 ns. Endpoints failing hold in the final report were tallied at 0. The script logs the ratio of routed vias to standard cells as 5.24.

Number of cell instances on the worst register-to-register path landed at 7. Per the synth stats, the proportion of register bits with asynchronous set or reset is 0. For reference, the critical path cell chain is clkdlybuf4s50_1.

Checking max transition, the worst relative margin is 0.428. For this run, the register share of the synthesized area comes to 0.479. Initial antenna violation count landed at 0.

The routed layout has 12.9k vias. The first global-routing pass estimated 54300 um of wire. Count of instances resized after the clock tree is built landed at 0. Of the cells placed in the final design, the portion with a size suffix greater than 1 is 0.0508. The worst register-to-register path begins at count10[0].

Count of hold-fix buffers inserted at cts landed at 0. Count of input and output buffers landed at 2. The run reported a max-capacitance violation count of 0. The first detailed-routing pass ran for 23 iterations. Number of CTS-inserted buffers landed at 43.

Logic depth of the worst path, buffers included landed at 1. According to the dpl log, the detail-placed design has an HPWL of 20800 um. Count of unclocked register or latch pins landed at 32. Maximum vdd ir drop landed at 0.202 mV.
## cells in the mapped netlist, types with 2 or more instances
| master | count |
|---|---|
| sky130_fd_sc_hd__o21ai_0 | 9 |
| sky130_fd_sc_hd__a21oi_1 | 13 |
| sky130_fd_sc_hd__nor2b_1 | 19 |
| sky130_fd_sc_hd__nor4_1 | 66 |
| sky130_fd_sc_hd__nand4b_1 | 2 |
| sky130_fd_sc_hd__mux2i_1 | 2 |
| sky130_fd_sc_hd__nand2_1 | 155 |
| sky130_fd_sc_hd__and2_1 | 13 |
| sky130_fd_sc_hd__nor4b_1 | 28 |
| sky130_fd_sc_hd__or4b_2 | 2 |
| sky130_fd_sc_hd__nor4bb_1 | 7 |
| sky130_fd_sc_hd__a2bb2oi_1 | 3 |
| sky130_fd_sc_hd__nor3b_1 | 4 |
| sky130_fd_sc_hd__xor2_1 | 140 |
| sky130_fd_sc_hd__inv_1 | 46 |
| sky130_fd_sc_hd__nand4_1 | 98 |
| sky130_fd_sc_hd__and3_1 | 64 |
| sky130_fd_sc_hd__clkbuf_1 | 35 |
| sky130_fd_sc_hd__or2_2 | 10 |
| sky130_fd_sc_hd__or3_1 | 15 |
| sky130_fd_sc_hd__edfxtp_1 | 12 |
| sky130_fd_sc_hd__dfxtp_1 | 417 |
| sky130_fd_sc_hd__o32ai_1 | 4 |
| sky130_fd_sc_hd__mux2_2 | 3 |
| sky130_fd_sc_hd__and4_1 | 30 |
| sky130_fd_sc_hd__o211ai_1 | 3 |
| sky130_fd_sc_hd__buf_1 | 3 |
| sky130_fd_sc_hd__nand2b_1 | 9 |
| sky130_fd_sc_hd__a22oi_1 | 2 |
| sky130_fd_sc_hd__nor2_1 | 241 |
| sky130_fd_sc_hd__o2111ai_1 | 4 |
| sky130_fd_sc_hd__nand3_1 | 152 |
| sky130_fd_sc_hd__or4_1 | 4 |
| sky130_fd_sc_hd__xnor2_1 | 246 |
| sky130_fd_sc_hd__ha_1 | 26 |
| sky130_fd_sc_hd__nor3_1 | 50 |
## cell usage in the layout (no fill, tap or decap), drive strengths merged, types with 19 or more instances in the layout
master,n
nor4,66
nor4b,28
and4,30
xor2,140
nor3,50
xnor2,246
nor2b,19
inv,47
nor2,241
nand2,155
nand3,152
ha,26
dfxtp,417
clkbuf,69
and3,64
nand4,98
## where the power goes
group          leakage [nW]  total, mW  internal, mW  switching, mW
Sequential             3.50       2.65          2.65     0.00000981
Clock                 0.695       2.61          1.59           1.02
Combinational          3.18    0.00575       0.00187        0.00387
Total                  7.37       5.26          4.24           1.03
## kinds of logic after synthesis
family / count (synthesis) / share of synthesized area
DFF: 429 / 0.479
buffers and inverters: 85 / 0.0180
xor gates and xnor gates: 386 / 0.186
AOI/OAI and AO/OA: 50 / 0.0186
muxes: 5 / 0.00296
adders and majority gates: 26 / 0.0179
and+or+nand+nor: 973 / 0.278
## worst max path at each step
stage | endpoint | from
4_1_cts | beep | beep
5_1_grt | beep | beep
6_report | beep | beep
## cell type report
cell class | count | area [um^2] | area share
Inverter | 46 | 173 | 0.00856
Tap cell | 461 | 577 | 0.0286
Timing Repair Buffer | 16 | 125 | 0.00620
Clock buffer | 69 | 1320 | 0.0656
Multi-Input combinational cell | 1440 | 9190 | 0.455
Clock inverter | 6 | 87.6 | 0.00434
Sequential cell | 429 | 8710 | 0.432
## routing by layer
| layer | GRT usage | vias to the layer above | wire length, um |
|---|---|---|---|
| met4 | 0.0409 | 0 | 747 |
| met5 | 0 | - | 0 |
| met3 | 0.0288 | 55 | 1260 |
| met2 | 0.256 | 163 | 12700 |
| li1 | - | 6820 | - |
| met1 | 0.293 | 5898 | 16300 |
## metrics by stage
step / std cells / setup WS [ns]
2_1_floorplan: 1954 / 3.76
3_3_place_gp: 2392 / 3.73
3_5_place_dp: 2392 / 3.67
4_1_cts: 2467 / 3.45
5_1_grt: 2467 / 3.40
6_report: 2467 / 3.49
No activity file was given, so power comes from the tool's default toggle rates.
